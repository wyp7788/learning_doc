[./run.sh]
#!/bin/bash
# OpenROAD 26Q1-2900-gdf79404cd8, Yosys 0.63+post, stock flow scripts
make -C /OpenROAD-flow-scripts/flow DESIGN_CONFIG=/design/flow/config.mk WORK_HOME=/design/flow/orfs finish
[./config.mk]
export PLATFORM = sky130hd
export DESIGN_NAME = timertick_gen
export DESIGN_NICKNAME = timertick_gen
export VERILOG_FILES = /design/flow/design.v
export SDC_FILE = /design/flow/constraint.sdc
export NUM_CORES = 4
export LEC_CHECK = 1
export CORE_AREA = 10 10 109 109
export DIE_AREA = 0 0 119 119
[./constraint.sdc]
current_design timertick_gen

set clk_period 2.5
set clk_io_pct 0.2

create_clock -name clk0 -period $clk_period [get_ports {clk_200}]

set non_clock_inputs [all_inputs -no_clocks]
set_input_delay [expr $clk_period * $clk_io_pct] -clock clk0 $non_clock_inputs
set_output_delay [expr $clk_period * $clk_io_pct] -clock clk0 [all_outputs]
[./design.v]
module timertick_gen(
    clk_200,
    resetb,
    us_tick,
    ms_tick,
    sec_tick
);
input clk_200;
input resetb;
output us_tick;
output ms_tick;
output sec_tick;
parameter US_COUNTER_MAX = 8'd199;
reg  [7:0]   us_counter;
wire [7:0]   us_counter_nxt;
reg          us_tick;
wire         us_tick_nxt;
reg  [9:0]   ms_counter;
reg  [9:0]   ms_counter_nxt;
reg          ms_tick;
wire         ms_tick_nxt;
reg  [9:0]   sec_counter;
wire [9:0]   sec_counter_nxt;
reg          sec_tick;
wire         sec_tick_nxt;
assign us_counter_nxt = (us_counter == US_COUNTER_MAX) ? 'd0 : (us_counter + 1'b1);
assign us_tick_nxt = (us_counter == US_COUNTER_MAX);
always @(*) begin
    ms_counter_nxt = ms_counter;
    if(us_tick)begin
        if(ms_counter == 'd999)
            ms_counter_nxt = 0;
        else ms_counter_nxt = ms_counter + 1;
    end    
end
assign ms_tick_nxt = (ms_counter == 'd999);
assign sec_counter_nxt = ms_tick  ? ((sec_counter == 'd999) ? 'd0 : (sec_counter + 1'b1)) : sec_counter;
assign sec_tick_nxt = (sec_counter == 'd999);
always @(posedge clk_200 or negedge resetb) begin
    if(!resetb)begin
        us_counter  <= 'd0;
        ms_counter  <= 'd0;
        sec_counter <= 'd0;
        us_tick     <= 1'b0;
        ms_tick     <= 1'b0;
        sec_tick    <= 1'b0;
    end
    else begin
        us_counter <= us_counter_nxt;
        ms_counter <= ms_counter_nxt;
        sec_counter <= sec_counter_nxt;
        us_tick     <= us_tick_nxt;
        ms_tick     <= ms_tick_nxt;
        sec_tick    <= sec_tick_nxt; 
    end
end
endmodule
==> Changelog: implementation <==
### Metrics

* Reg2Reg Setup Slack at 0.83 ns
* HP Start: us_counter[0]
* Vias in the first global route at 977
* Hpwl dp at 1700 um
* Ys async rst share at approximately 100%
* Req. time, crit path at ~2.0 ns
* Register share of total power at 55.1%
* Critical path depth in cells at 1
* DR WL met3 at 74 um
* Post-CTS Hold Buffers at 0
* Hold Crit Depth at 1
* Internal power at 0.720 mW
* Top Metal Used: met4
* Vias at roughly 1000
* Count of final setup violators at 0
* CP max-delay cell: clkdlybuf4s50_1
* Worst reg-to-reg path cell count at 5
* CP arrival at 1.31 ns
* Final slew viol count at 0
* Number of setup buffers added after CTS at 0
* Synth Area in Adders at 2.50%
* Post_cts resized at 0
* Clk latency of the worst-skew pair at 0.28 ns
* Number of enable flip-flop cells at 0
* Top Family by Delay on Critical Path: buffers and inverters
* Die H at 119 um
* CTS clock-pin slew for the worst setup and hold paths at approximately 0.060 ns
* Critical Path Fanout Max at 10
* Aggregate global-route resource usage at 3.59%
* Root buf cell: clkbuf_8
* Setup CP Type: register to primary output
* H-tree depth at 2
* Worst Hold End: us_counter[0]
* Leak at approximately 0.75 nW
* Maximum VDD drop at 0.000176 V
* Worst slew pin tran at a little over 0.4 ns
* Comb pwr share at 1.3%
* Distinct cells, synth at 35
* Critical R2R Launch: sec_counter[1]
* Main logic family after synthesis: simple AND/OR/NAND/NOR gates
* Clock buffer count from CTS at 5
* Tool Warnings at 25
* Routed WL per cell at slightly below 9 um
* IO Port Bufs at 4
* Mux frac, synth at 1.42%
* Clk_skew at between 0.008 and 0.009 ns
* Crit-path max cell delay at 0.53 ns
* Sw frac at between 20% and 30%
* Cell row count at 36
* Diode count at 0
* Initial DRC Count at 34
* GRT overflow at 0
* Largest net degree at the start of global routing at 32
* Sequential share of the synthesized area at 51.7%
* Hold Vio Cnt, Final at 0
* Post-route setup TNS at 0 ns
* Vias/cell at between 3 and 4
* Die width at 119 um
* Yosys simple share at 27.0%
* Chip Area at 0.0142 mm2
* Switching pwr at between 0.15 and 0.2 mW
* CTS tree: done
* CP cell instances: clkdlybuf4s50_1
* Global placement routability congestion at 0.800
* Fmax at between 500 and 600 MHz
* PwrDens at 508 mW/mm2
* AO/OA Area Share at 9.84%
* Yosys warning tally at 1
* Max clock buf depth at 2
* Mapped Cells at 136
* # Cells Yosys at 136
* Initial antenna violation count at 0
* Capturing point of the worst reg2reg path: sec_counter[0]
* Buf/Inv on CP at 1
* First-pass iteration count of the detailed router at 4
* Mapped Area at 0.00150 mm2
* Number of synthesized register bits at 31
* First-pass GRT wire length at between 4000 and 5000 um
* Wire length on met2 at ~1100 um
* Metal1 wirelength at 1250 um
* Post-Place Worst Slack at 0.838 ns
* Layout fillers at 1061
* Post-layout period usage at 72.4%
* Post-synthesis area per instance at 11.0 um2
* Status: finished clean
* DRC Markers at 0
* Critical path startpoint category: register
* Final Routed Wirelength at 2490 um
* RSZ-0062 raised after global routing: false
* Minimum clock period after layout at 1.81 ns
* Area growth syn-to-layout at 19.4%
* Ports at 5
* Max-cap violations at 0
* Layout cell share with drive strength beyond 1 at 13.0%
* Yosys stat chip area at 0.00150 mm2
* Final worst setup slack at 0.690 ns
* Initial Util at 15.6%
* Placeable Area at 0.00964 mm2
* Setup crit end kind: primary output
* Most used flip-flop cell after synthesis: dfrtp_1
* CTS sink count at 31
* Worst min path class: register to register
* Max transition margin at 72.6%
* Xor and xnor area share after synthesis at under 10%
* Post-route ant nets at 0
* Clock Power Share at 43.6%
-- cell usage in the layout, fill, tap and decap left out, types with 2 or more instances in the layout --
master | synthesis | layout
nand4_1 | 7 | 7
or3_1 | 6 | 6
ha_1 | 3 | 3
inv_1 | 3 | 3
nand2b_1 | 3 | 3
nand3_1 | 7 | 7
xnor2_1 | 6 | 6
o21ai_0 | 7 | 7
a21oi_1 | 7 | 7
xor2_1 | 4 | 4
dfrtp_1 | 31 | 31
o21ai_1 | 3 | 3
a21o_1 | 2 | 2
clkbuf_8 | 0 | 6
nor3_1 | 4 | 4
clkdlybuf4s50_1 | 0 | 4
nor4_4 | 2 | 2
nand4_2 | 3 | 3
nor2b_1 | 2 | 2
nor2_1 | 11 | 11
nand2_1 | 8 | 8
-- power by group through the flow --
| stage | Combinational (mW) | Sequential, mW | Clock (mW) |
|---|---|---|---|
| after global routing | 0.0145 | 0.501 | 0.435 |
| final | 0.0119 | 0.502 | 0.396 |
| after CTS | 0.0131 | 0.501 | 0.418 |
-- per-layer routing --
metal	up-vias	GRT usage (%)
li1	514	-
met1	492	5.02
met2	10	5.36
met3	5	1.01
met4	0	0.992
met5	-	0
-- cell type report --
type	count	area [um2]	area share [%]
Sequential cell	31	776	43.3
Multi-Input combinational cell	99	699	39.0
Tap cell	133	166	9.29
Clock buffer	6	82.6	4.61
Timing Repair Buffer	5	47.5	2.65
Inverter	4	15.0	0.838
Clock inverter	1	5.00	0.279
-- sequential cells by signal (all words and copies together), names as in the netlist --
signal and cells:
sec_counter 10, us_counter 8, sec_tick 1, us_tick 1, ms_counter 10, ms_tick 1
-- synthesized netlist by cell type, types with 2 or more instances --
library cell	n	area share, %
xnor2_1	6	3.5
nor2_1	11	2.8
nand4_1	7	2.9
dfrtp_1	31	52
nor4_4	2	2.8
ha_1	3	2.5
nor2b_1	2	0.83
buf_2	2	0.67
a21oi_1	7	2.3
nand2_1	8	2.0
nor3_1	4	1.3
nand2b_1	3	1.3
nand4_2	3	2.5
o21ai_1	3	1.0
inv_1	3	0.75
nand3_1	7	2.3
a21o_1	2	1.0
or3_1	6	2.5
xor2_1	4	2.3
o21ai_0	7	2.3
-- metrics by stage --
step | power (mW) | hold WS (ns) | cell area, um2 | std cells | util, %
6_report | 0.910 | 0.467 | 1790 | 279 | 18.6
5_1_grt | 0.951 | 0.504 | 1790 | 279 | 18.6
4_1_cts | 0.932 | 0.468 | 1790 | 279 | 18.6
3_5_place_dp | 0.524 | 0.459 | 1700 | 272 | 17.7
3_3_place_gp | 0.524 | 0.455 | 1700 | 272 | 17.7
2_1_floorplan | 0.511 | 0.204 | 1500 | 136 | -
-- kinds of logic after synthesis --
family                     count (synthesis)
AOI/OAI and AO/OA                         25
and+or+nand+nor                           59
muxes                                      2
DFF                                       31
xor gates and xnor gates                  10
adders and majority gates                  3
buffers and inverters                      6
-- worst max-delay path by stage --
stage        from      end
4_1_cts   us_tick  us_tick
5_1_grt   us_tick  us_tick
6_report  us_tick  us_tick
No activity file was given, so power comes from the tool's default toggle rates.
